[flow/config.mk]
export PLATFORM = sky130hd
export DESIGN_NAME = tpumac
export DESIGN_NICKNAME = tpumac
export VERILOG_FILES = /design/flow/design.v
export SDC_FILE = /design/flow/constraint.sdc
export NUM_CORES = 4
export LEC_CHECK = 1
export CORE_UTILIZATION = 50
[flow/constraint.sdc]
current_design tpumac

set clk_period 5.0
set clk_io_pct 0.2

create_clock -name clk0 -period $clk_period [get_ports {clk}]

set non_clock_inputs [all_inputs -no_clocks]
set_input_delay [expr $clk_period * $clk_io_pct] -clock clk0 $non_clock_inputs
set_output_delay [expr $clk_period * $clk_io_pct] -clock clk0 [all_outputs]
[flow/design.v]
module tpumac
 #(parameter BITS_AB=8,
   parameter BITS_C=16)
  (
   input clk, rst_n, WrEn, en,
   input signed [BITS_AB-1:0] Ain,
   input signed [BITS_AB-1:0] Bin,
   input signed [BITS_C-1:0] Cin,
   output reg signed [BITS_AB-1:0] Aout,
   output reg signed [BITS_AB-1:0] Bout,
   output reg signed [BITS_C-1:0] Cout
  );
	always_ff @(posedge clk, negedge rst_n) begin
		if (!rst_n)
			Aout <= '0;
		else if (en)
			Aout <= Ain;
	end
	always_ff @(posedge clk, negedge rst_n) begin
		if (!rst_n)
			Bout <= '0;
		else if (en)
			Bout <= Bin;
	end
	always_ff @(posedge clk, negedge rst_n) begin
		if (!rst_n)
			Cout <= '0;
		else if (WrEn)
			Cout <= Cin;
		else if (en)
			Cout <= (Ain * Bin) + Cout;
	end
endmodule
[flow/run.sh]
#!/bin/bash
# OpenROAD 26Q1-2900-gdf79404cd8, Yosys 0.63+post, stock flow scripts
make -C /OpenROAD-flow-scripts/flow DESIGN_CONFIG=/design/flow/config.mk WORK_HOME=/design/flow/orfs finish
==> run notes <==
yosys + openroad results -> outcome=finished clean, Die Wd=93.4 um, Synth cell types=31, Final Max Slew Viols=0, M1 WL=between 3 and 4 mm, critical path data required time=5.16 ns, Net Sw Frac=42.0%, Clock Root Buffer=clkbuf_8, Synth logic family=adder cells, top_reg_cell synth=dfrtp_1, most frequent CP cell=fa_1, gr usage total=23.1%, PwrDens=809 nW/um^2, RSZ-0062 raised after global routing=yes, crit path kind=input pin to register, clock-pin slew on the worst setup and hold paths=0.07 ns, top cells, area=fa_1 34%, dfrtp_1 19%, ha_1 11%, inv_1 6.4%, and2_1 4.8%, vias in the first global route=around 3100, Adder Share, Synth=45.1%, core area=7890 sq um, xor/xnor share=roughly 4.2%, DRT antenna net count=0, VDD IR max=roughly 0.00096 V, row cnt=32, post-placement worst setup slack=-0.762 ns, Rel. slew slack=between 60% and 70%, Sinks on Clock Net=32, Startpoint Class=input pin, Flop pwr share=9.1%, crit path max fanout=8, WHS Path Cells=1, iteration count of the initial detailed-routing pass=4, Pleak=2.71 nW, ys flops=32, Top Layer Used=met4, Placer Congestion=0.871, chip area=around 8700 sq um, Remaining DRCs=0, CTS buffer count=5, IO Count=68, Final WS setup=0.147 ns, H-tree Lvls=2, clock power share=5.6%, area grow syn2layout=30.6%, post-synthesis cell count=approximately 400, IO buf count=67, part of the power in combinational logic=a little under nine tenths, Top Family by Delay on Critical Path=adder cells, aoi share=6.44%, layout cells sized above 1=between 20 and 25%, clk_skew=0.00702 ns, Crit. path cell count=14, initial core utilization=~53%, ys cells=402, mapped cell area=4170 sq um, total grt overflow=0, DR WL/cell=13.7 um, crit path time final=4.85 ns, Top cell area share=roughly 34%, mux share=7.19%, die y size=93.4 um, WP buf/inv=2, post-layout util=between 60% and 70%, worst hold margin=0.505 ns, largest net degree at the start of global routing=35, metal3 WL=306 um, setup violation total in the final timing report=0, critical-path cell list=buf_4, and2_4, buf_4, fa_1, fa_1, fa_1, fa_1, ha_1, ha_2, or3_4, o211ai_1, a31oi_1, xnor2_1, o21ai_1, first-pass GRT wire length=14.7 mm, Critical Path AT=5.01 ns, and+or+nand+nor area frac=between 10% and 20%, YS chip area=4170 sq um, maximum clock rate=0.206 GHz, Post-Syn Area per Cell=10.4 sq um, register area share after synthesis=a little under a fifth, Post-synth EDFFs=0, largest stage delay on the critical path=roughly 0.56 ns, Worst Hold Class=register to register, Reg2Reg Depth=16, Least-Margin Pin Slew=0.478 ns, Final HPWL DP=7.14 mm, routed vias/inst=just over 5, DR vias=3124, cycle use final=97.1%, P_int=roughly 2.6 mW, routed wl met2=4.38 mm, CTS Buffer Depth=2, final hold vios=0, CP max-delay cell=fa_1, YS warnings=1, CTS tree=done, initial antenna violation count=0, final WL=~8.5 mm, Setup crit end kind=register, setup TNS=0 ns, First DRT Iteration DRCs=approximately 73, clk latency of the worst-skew pair=0.28 ns, MaxCap Viol Count=0, Net Sw Power=1.85 mW, Synth area leader=fa_1, async set-reset flop share out of synthesis=100%, antenna cells=0, tool warnings=28
==> state kept, by name, summed over array words and instances, names as in the netlist <==
name  cells
Cout     16
Bout      8
Aout      8
==> routing by layer <==
metal  GRT usage (%)  vias to the layer above
met4            1.92                        0
met3            3.39                        6
met2            38.4                       51
li1                -                     1484
met1            36.0                     1583
met5               0                        -
==> power by group through the flow <==
stage / combinational [mW] / sequential (mW) / clock (mW)
final: 3.76 / 0.403 / 0.248
after global routing: 4.28 / 0.416 / 0.268
after CTS: 3.75 / 0.407 / 0.257
==> cell type report <==
type                       instances  area [sq um]
tap                              102           128
clock buffer                       6          72.6
timing repair buffer             119          1010
multi-input combinational        287          3130
inverter                          72           275
fill                             613          2430
clock inverter                     2          35.0
sequential                        32           801
==> Yosys cell counts (3+ instances only) <==
library cell,number
fa_1,71
inv_1,71
nand2_1,38
ha_1,37
and2_1,32
dfrtp_1,32
xnor2_1,19
mux2_2,16
o21ai_0,16
mux2i_1,12
nor2_1,12
clkbuf_1,9
a21oi_1,7
a21o_1,4
o21bai_1,3
==> through the flow <==
step	cells	power, mW	area (sq um)
6_report	620	4.41	5450
3_5_place_dp	610	4.10	5340
5_1_grt	620	4.96	5450
4_1_cts	620	4.41	5460
2_1_floorplan	402	2.92	4220
3_3_place_gp	610	4.07	5340
==> placed cells by master (no fill, tap or decap), types with 16 or more instances in the layout <==
| cell type | n |
|---|---|
| and2_1 | 30 |
| buf_4 | 58 |
| clkdlybuf4s50_1 | 49 |
| dfrtp_1 | 32 |
| fa_1 | 67 |
| ha_1 | 34 |
| inv_1 | 70 |
| mux2_2 | 16 |
| nand2_1 | 33 |
| xnor2_1 | 19 |
==> final timing paths <==
kind	start	end	slack, ns
setup reg to reg	Cout[6]	Cout[15]	0.66
min in group asynchronous	rst_n	Cout[12]	0.73
hold reg to reg	Bout[6]	Bout[6]	0.50
hold / removal	Bout[6]	Bout[6]	0.50
setup / recovery	Bin[0]	Cout[15]	0.15
max in group asynchronous	rst_n	Bout[5]	3.94
==> kinds of logic (layout without fill, tap and decap cells) <==
family,Yosys count,count (layout)
DFF,32,32
AOI/OAI and AO/OA,42,42
xor gates and xnor gates,20,20
muxes,28,28
adders and majority gates,108,108
buffers and inverters,83,199
and+or+nand+nor,89,89
==> what timing repair did <==
action,4_1_cts,5_1_grt
gates resized,60,39
setup endpoints to repair,8,7
pin swaps,15,23
buffers inserted,2,1
hold buffers,0,0
Power and IR drop assume default switching activity.
