===== flow/design.v =====
module fifo
  #(
  parameter DEPTH=8,
  parameter BITS=64
  )
  (
  input clk,rst_n,en,
  input [BITS-1:0] d,
  output [BITS-1:0] q
  );
  logic signed [BITS-1:0] fifo_data [0:DEPTH-1];
  genvar i;
  assign q = fifo_data[DEPTH-1];
	generate
		for (i = 0; i < DEPTH; i=i+1) begin
		   always_ff @(posedge clk, negedge rst_n) begin
		      if (!rst_n)
			     fifo_data[i] <= 0;
			  else if (en) begin
			     if (i == 0)
			        fifo_data[i] <= d;
				 else
			        fifo_data[i] <= fifo_data[i-1];
			  end
		   end
		end
	endgenerate
endmodule  

===== flow/run.sh =====
#!/bin/bash
# OpenROAD 26Q1-2900-gdf79404cd8, Yosys 0.63+post, stock flow scripts
make -C /OpenROAD-flow-scripts/flow DESIGN_CONFIG=/design/flow/config.mk WORK_HOME=/design/flow/orfs finish

===== flow/config.mk =====
export PLATFORM = sky130hd
export DESIGN_NAME = fifo
export DESIGN_NICKNAME = fifo
export VERILOG_FILES = /design/flow/design.v
export SDC_FILE = /design/flow/constraint.sdc
export NUM_CORES = 4
export LEC_CHECK = 1
export CORE_UTILIZATION = 40

===== flow/constraint.sdc =====
current_design fifo

set clk_period 1.0
set clk_io_pct 0.2

create_clock -name clk0 -period $clk_period [get_ports {clk}]

set non_clock_inputs [all_inputs -no_clocks]
set_input_delay [expr $clk_period * $clk_io_pct] -clock clk0 $non_clock_inputs
set_output_delay [expr $clk_period * $clk_io_pct] -clock clk0 [all_outputs]

==> results_slide.txt <==
Run Summary

Status
  – Status: finished, violations left
  – Failing checks: setup timing

Global route
  – Met2 global-route usage: 19.07%
  – First-pass GRT wire length: 49420 um
  – Grt total ovfl: 0
  – Maximum number of pins on one net before global-route repair: about 66
  – Via count of the first global-routing pass: 9573
  – All-Layer GR Usage: between 10% and 20%
  – Met1 demand-to-capacity share in global routing: 20.25%
  – Most congested layer reported by global routing: met1
  – Initial antenna violation count: 0
  – Global routing met3 resource utilization: 2.534%

STA
  – Relative slew slack: 67.76%
  – Measured slew at the worst slew-check pin: 0.4836 ns
  – Setup repair after global routing missed its margin: yes
  – Setup violations, final: 64
  – Setup clock skew after layout: 0.009439 ns
  – Count of final hold-check violations: 0
  – Max-slew violations: 0
  – Post-layout worst setup margin: -0.3000 ns
  – Highest Clock Rate: 769.2 MHz
  – Final min period: between 1 and 1.5 ns
  – Fin Setup TNS: -17.00 ns
  – Share of the clock period used by the worst path: 130.0%

Route
  – Final antenna diode count: 0
  – Final ANT Viol Nets: 0
  – Total length of routed wires: 28260 um
  – DR WL/cell: 14.49 um
  – Initial DRT Pass Iterations: 3
  – Detailed Route Iter0 Violations: 301
  – Number of vias per cell: ~4.7
  – Final routed DRC violation total: 0
  – DR vias: 9212

Critical path
  – Arrival @ worst endpoint: 1.10 ns
  – Number of buffer and inverter stages on the critical path: 1
  – Worst stage delay on the critical path: 0.40 ns
  – Crit Reg-Reg Startpoint: fifo_data[7][30]
  – Top delay family on crit path: flip-flops
  – R2R Setup Slk: 0 ns
  – Critical path startpoint category: flop
  – Required time at the worst-slack endpoint: 0.80 ns
  – List of cells traversed by the critical path: buf_2
  – Worst Setup SP: fifo_data[7][41]
  – Critical-path cell with the highest stage delay: sky130_fd_sc_hd__dfrtp_1
  – CP Max Fanout: 2
  – Critical Path End Type: output port
  – Kind of critical path: flop to output port

CTS
  – # H-tree levels: 2
  – TritonCTS Sinks: slightly above 500
  – TritonCTS clock tree: built
  – Number of CTS-inserted buffers: 54
  – Cell chosen for the clock root: sky130_fd_sc_hd__clkbuf_16
  – Clock Tree Buf Depth: 3
  – Worst skew pair latency: around 0.58 ns
  – Clock transition at the registers of the reported paths: 0.06 ns

Floorplanning
  – Share of the core filled by cells before placement: 40.94%
  – Floorplan core area: 46950 um2
  – DIE AREA: roughly 49000 um2
  – I/O Pins: around 130
  – Horizontal die dimension: about 220 um
  – Die Span Y: 221.2 um
  – Number of placement rows: 79

Logic synthesis
  – Registers, synthesis: 512
  – Fraction of post-synthesis cell area in the top cell type by area: 66.66%
  – Netlist area before placement: 19220 um2
  – Synth async-reset ratio: 100.0%
  – Top flip-flop cell by instance count after synthesis: sky130_fd_sc_hd__dfrtp_1
  – Top cells by area in the synthesized netlist: sky130_fd_sc_hd__dfrtp_1 67%, sky130_fd_sc_hd__mux2_2 30%, sky130_fd_sc_hd__buf_6 2.7%, sky130_fd_sc_hd__clkbuf_8 0.57%, sky130_fd_sc_hd__buf_2 0.078%
  – Share of synthesized area occupied by flip-flops and latches: 66.66%
  – Total cell area reported by yosys after synthesis: between 15000 and 20000 um2
  – Top cells by count, synth: 512 x sky130_fd_sc_hd__dfrtp_1, 512 x sky130_fd_sc_hd__mux2_2, 46 x sky130_fd_sc_hd__buf_6, 8 x sky130_fd_sc_hd__clkbuf_8, 3 x sky130_fd_sc_hd__buf_2
  – Number of synthesis warnings: 2
  – Synth Instances: around 1100
  – Cell type contributing the most total cell area after synthesis: sky130_fd_sc_hd__dfrtp_1
  – Yosys stat cell total: 1081
  – Mean cell area of the mapped netlist: 17.78 um2
  – Cell Type Count: 5
  – Number of enable flip-flop cells: 0

Placed design
  – Last weighted congestion value of the routability-driven placer: 0.7245
  – Number of instances in the placed design: 1831
  – Half-perimeter wire length of the detailed placement result: 18070 um
  – Number of buffers inserted by port buffering: 130

Run
  – Max-cap viol count: 0
  – Number of warnings the tools reported: 28

Final layout
  – Layout cell share with drive strength beyond 1: 56.40%
  – Post-layout instance count excluding filler cells: ~2000
  – Biggest regs: fifo_data (512)
  – Filler cell count: 3875
  – Flip-flop count of the largest register after layout: about 510
  – Final cell utilization of the core: 49.56%
  – Signed area change from the synthesized netlist to the final layout: 21.06%
  – Register bank with the most flops: fifo_data

Pwr
  – Worst vdd rail ir drop: 1860 uV
  – Sequential group share of total power: between 50% and 60%
  – Switching share of total power: between 20% and 30%
  – Switching Power: 12830 uW
  – Pleak: a little over 0.01 uW
  – Combinational group share of total power: 14.9%
  – Cell-internal power: ~45000 uW
  – Power share of the clock group: 35.0%
  – PwrDens: 2475 nW/um2

Worst hold path
  – Worst min path class: input port to flop
  – Source of the worst hold timing path: en
[stage by stage]
step	cell area, um2	setup WS, ns	hold slack [ns]	total power [uW]
floorplan	19360	-0.03635	-0.09559	33810
detailed placement	21560	-0.2348	0.2392	38570
CTS	23230	-0.3553	0.1066	58530
global placement	21560	-0.2052	0.2422	38160
global route	23270	-0.3598	0.1310	60860
finish	23270	-0.3000	0.1326	57590
[worst reg2reg max path: cells and delay by family (launching register included)]
| family | cells | cell delay (ns) |
|---|---|---|
| flops | 1 | 0.38 |
| buf+inv | 2 | 0.25 |
| mux | 1 | 0.25 |
[power groups by stage]
stage	clock (uW)	combinational [uW]	sequential, uW
after CTS	20900	8690	28900
after global routing	21700	9490	29700
final	20200	8590	28800
[layer usage]
layer	wire length (um)	part of all wire, %	up-vias
met5	0	0	-
met4	568	2.0	0
met3	1137	4.0	35
met2	13160	47	115
met1	13400	47	4746
li1	-	-	4316
[final timing paths]
check	endpoint	cells after the start
setup / recovery	q[41]	1
hold / removal	fifo_data[0][53]	3
setup reg to reg	fifo_data[7][30]	3
hold reg to reg	fifo_data[3][6]	1
max in group asynchronous	fifo_data[5][18]	3
min in group asynchronous	fifo_data[3][41]	3
[layout make-up]
| type | instances | area, um2 | area share (%) |
|---|---|---|---|
| Tap cell | 607 | 759.5 | 3.264 |
| Clock buffer | 82 | 1658 | 7.125 |
| Clock inverter | 15 | 190.2 | 0.8173 |
| Timing Repair Buffer | 223 | 2079 | 8.937 |
| Multi-Input combinational cell | 512 | 5769 | 24.79 |
| Sequential cell | 512 | 12810 | 55.06 |
[placed cells by master (no fill, tap or decap), drive strengths merged]
cell | Yosys | layout
clkinv | 0 | 6
clkbuf | 8 | 82
inv | 0 | 2
clkdlybuf4s50 | 0 | 64
clkinvlp | 0 | 3
buf | 49 | 158
dlygate4sd3 | 0 | 1
mux2 | 512 | 512
dfrtp | 512 | 512
bufinv | 0 | 4
[timing repair]
item | in CTS | in global routing
buffers inserted | 17 | 5
endpoints found under the hold margin | 512 | 0
resized | 205 | 1
hold buffers | 1 | 0
setup endpoints to repair | 64 | 65
[logic make-up after synthesis]
| family | share of synthesized area [%] |
|---|---|
| multiplexers | 30.00 |
| flip-flops | 66.66 |
| buffers and inverters | 3.346 |
Power is estimated from default activity; no workload was simulated.
